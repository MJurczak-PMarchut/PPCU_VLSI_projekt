--- flow/constraint.sdc ---
current_design mtm_Alu

set clk_period 8.2
set clk_io_pct 0.2

create_clock -name clk0 -period $clk_period [get_ports {clk}]

set non_clock_inputs [all_inputs -no_clocks]
set_input_delay [expr $clk_period * $clk_io_pct] -clock clk0 $non_clock_inputs
set_output_delay [expr $clk_period * $clk_io_pct] -clock clk0 [all_outputs]
--- flow/design.v ---
module mtm_Alu (
    input  wire clk,    
    input  wire rst_n,  
    input  wire sin,    
    output wire sout    
);
wire [71:0] pout1;
wire [6:0] err_flags;
wire data_ready1, data_ready2;
wire [32:0] result;
wire [7:0] CTL;
mtm_Alu_deserializer u_mtm_Alu_deserializer(
	.clk(clk),
	.rst_n(rst_n),
	.in(sin),
	.data_ready_in(data_ready2),
	.out(pout1),
	.data_ready_out(data_ready1),
	.err_flags(err_flags)
);
mtm_Alu_core u_mtm_Alu_core(
	.B({1'b0,pout1[71:40]}),
	.A({1'b0,pout1[39:8]}),
	.OP(pout1[6:4]),
	.rst_n(rst_n),
	.data_ready_in(data_ready1),
	.err_flags(err_flags),
	.data_ready_out(data_ready2),
	.C(result),
	.CTL(CTL)
);
mtm_Alu_serializer u_mtm_Alu_serializer(
	.clk(clk),
	.rst_n(rst_n),
	.in({result[31:0],CTL}),
	.data_ready(data_ready2),
	.out(sout)
);
endmodule
module mtm_Alu_core(
	input wire [32:0] A,
	input wire [32:0] B,
	input wire [2:0] OP,
	input wire clk,
	input wire rst_n,
	input wire data_ready_in,
	input wire [6:0] err_flags,
	output wire data_ready_out,
	output reg [32:0] C,
	output reg [7:0] CTL  
);
localparam AND = 0;
localparam OR = 1;
localparam ADD = 4;
localparam SUB = 5;
assign data_ready_out = data_ready_in;
always @(posedge data_ready_in or negedge rst_n)
    if(!rst_n)
        begin
            C = 33'b0;
            CTL = 8'b0;
        end
    else
        begin
            CTL = 8'b0;
            C = 33'b0;
            if(err_flags == 7'b0)
                begin
                    case(OP)
                        AND: 
                            C = A & B; 
                        OR: 
                            C = A | B; 
                        ADD: 
                            begin
                                C = A + B; 
                                CTL[6] = C[32];
                                CTL[5] = (~(A[31] ^ B[31])) & (A[31] ^ C[31]);
                            end
                        SUB: 
                            begin
                                C = A - B; 
                                CTL[6] = C[32];
                                CTL[5] = ((A[31] ^ B[31]) & ~(B[31] ^ C[31]));
                            end
                        default: CTL = CTL | 8'b10010010;
                    endcase
                    CTL[4] = (C[31:0] == 32'b0)? 1'b1 : 1'b0;
                    CTL[3] = C[31];
                end
            else
                begin
                    CTL[7:1] = err_flags;
                end
        end
endmodule
module mtm_Alu_deserializer (
	input wire clk,
	input wire rst_n,
	input wire in,
	input wire data_ready_in,
	output reg [71:0] out,
	output wire data_ready_out,
	output reg [6:0] err_flags
);
reg [3:0] counter;
reg [3:0] frame_counter;
reg [3:0] crc;
reg drdy;
assign data_ready_out = drdy;
always @(posedge clk or negedge rst_n)
    begin
        if(!rst_n)
            begin
                err_flags = 7'b0;
                out = 72'b0;
                drdy = 1'b0;
                counter = 4'b0;
                frame_counter = 4'b0;
                crc = 4'b0;
            end
        else 
		begin	
			if(data_ready_in)
			    begin
				drdy = 1'b0;
				counter = 4'b0;
				frame_counter = 4'b0;
				crc = 4'b0;
				err_flags = 7'b0;
			    end
			if(!drdy)
			    begin
			    if((in == 1'b0) || (counter != 4'b0))
				begin
				    if (counter == 4'h0) counter = counter + 1'b1;
				    else if (counter == 4'h1)
				        begin
				            if((in == 1'b1) && (frame_counter != 4'h8))  err_flags = 7'b1100100;
				            else if ((in == 1'b0) && (frame_counter == 4'h8)) err_flags =7'b1100100;
				            counter = counter + 1'b1;
				        end
				    else if (counter == 4'b1010)
				        begin
				            if(frame_counter == 4'h8)
				                begin
				                    frame_counter = 4'b0;
				                    if (crc != out[3:0]) err_flags =7'b1010010;
				                    if (out[6:4] != 3'b0 && out[6:4] != 3'b001 && out[6:4] != 3'b100 && out[6:4] != 3'b101) err_flags =7'b1001001;
				                    drdy = 1'b1;
				                end
				            else if(err_flags != 7'b0) drdy = 1'b1;
				            else frame_counter = frame_counter + 1'b1;
				            counter = 4'h0;
				        end
				    else
				        begin
				            if((frame_counter != 4'h8) || (counter < 4'h6))
				                begin
				                    crc[3]  = crc[2] ^ in ^ crc[3];
				                    crc[2]  = crc[1];
				                    crc[1]  = crc[0];
				                    crc[0]  = in ^ crc[3];
				                end
				            counter = counter + 1'b1;
				            out = out << 1;
				            out[0] = in;
				        end
				end
			    end
		end
    end
endmodule
module mtm_Alu_serializer (
	input wire clk,
	input wire rst_n,
	input wire [39:0] in,
	input wire data_ready,
	output reg out
);
wire out_nxt;
reg [2:0] set_counter;
reg [3:0] counter;
reg [39:0] data;
reg data_case;
reg [2:0] crc;
reg parity;
always @(posedge clk or negedge rst_n)
begin
    if(!rst_n)
        begin
            set_counter <= 3'b0;
            counter <= 4'b0;
            data <= 40'b0;
            data_case <= 1'b0;
            crc <= 3'b0;
            parity <= 1'b1;
        end
    else
	begin
	if(data_ready)
		    begin
			set_counter <= (in[7]) ? 3'h5 : 3'h1;
			data_case <= in[7];
			data <= (in[7])? {in[0+:8],32'b0}:in;
			counter <= 4'h0;
			parity <= 1'b1;
			crc <= 3'b0;
		    end
        else if(set_counter != 3'b0)
            begin
                if(counter == 4'h0a) 
                    begin
                        set_counter <= (set_counter == 3'h5)? 3'h0 : (set_counter + 1'b1);    
                    end
                else if(counter != 4'h0 && counter != 4'h1)
                    begin
                        if(data_case)
                            if(counter == 4'h9) data[38] <= parity;
                            else parity <= data[39] ^ parity;
                        else
                            begin
                                crc[2]  <= crc[1] ^ data[39] ^ crc[0];
                                crc[1]  <= crc[0];
                                crc[0]  <= data[39] ^ crc[2];
                                if((set_counter == 3'h5) && (counter == 4'h6)) data[38:36] <= crc;
                            end
                        data <= data << 1;
                    end
                counter <= (counter == 4'ha)? 4'b0 : counter + 1'b1;
            end
	end
end
assign out_nxt = (set_counter == 3'b0)? 1'b1:
	(counter == 4'h0)? 1'b0:
	((counter == 4'h1) && (set_counter == 3'h5))? 1'b1:
 	(counter == 4'h1)? 1'b0:
	(counter == 4'ha)? 1'b1: data[39];
always @(posedge clk)
	out <= out_nxt;
endmodule
--- flow/config.mk ---
export PLATFORM = sky130hd
export DESIGN_NAME = mtm_Alu
export DESIGN_NICKNAME = mtm_Alu
export VERILOG_FILES = /design/flow/design.v
export SDC_FILE = /design/flow/constraint.sdc
export NUM_CORES = 4
export LEC_CHECK = 1
export CORE_UTILIZATION = 30
--- flow/run.sh ---
#!/bin/bash
# OpenROAD 26Q1-2900-gdf79404cd8, Yosys 0.63+post, stock flow scripts
make -C /OpenROAD-flow-scripts/flow DESIGN_CONFIG=/design/flow/config.mk WORK_HOME=/design/flow/orfs finish
==> reports/qor.json <==
{
  "outcome": "complete, but fails checks",
  "failed_checks": "design-rule violations",
  "netlist_instances": 1478,
  "yosysWarningCount": 3,
  "drtPass1Iterations": 47,
  "core_util_floorplan_pct": 30.52,
  "post-route-worst-setup-slack_ns": 4.008,
  "grt_pass1_wl_um": 52400,
  "critPathLaunchType": "flop",
  "crit_end": "u_mtm_Alu_deserializer.crc[3]",
  "drive_gt1_share_pct": 6.588,
  "xor_xnor_cells_area_fraction_pct": 1.959,
  "fmax_mhz": 238.6,
  "min_period_over_period_pct": 51.12,
  "synthAdderAreaFrac_pct": 11.41,
  "instances_no_fill": 1975,
  "critPathKind": "reg -> reg",
  "sw_ratio_pct": 49.50,
  "htree_levels": 4,
  "grt_usage_pct": 15.62,
  "drt.antenna.violating_nets": 0,
  "yosys.area_share.simple_pct": 17.86,
  "regArea_mm2": 0.004452,
  "report.final.slew_viol_count": 0,
  "grt_pass1_vias": 9810,
  "async_set_reset_flop_share_out_of_synthesis_pct": 99.44,
  "untimed_endpoints": 39,
  "num_io_pins": 4,
  "yosys_area_mm2": 0.01252,
  "critical_path.cell_chain": "buf_4, nand2b_1, inv_1, ha_1, nand4bb_1, nand3_4, o21bai_1, or3b_2, a21oi_1, a21oi_1, o22ai_1",
  "setup.reg_to_reg.worst_slack_ns": 4.01,
  "tool_warnings": 102,
  "family_of_cells_with_the_greatest_summed_delay_on_the_critical_path": "simple AND/OR/NAND/NOR gates",
  "cp_num_buf_inv": 2,
  "slew_headroom_pct": 44.28,
  "final.setup_skew_ns": 0.009058,
  "timing_hold_violations_final": 0,
  "regToRegStartpoint": "u_mtm_Alu_deserializer.drdy",
  "power.static_leakage_nw": 5.888,
  "ys_ff": 178,
  "detail_route.iter0.violations": 733,
  "synth.yosys.seq_area_share_pct": 35.54,
  "post_synth_main_logic_family": "AND-OR/OR-AND gates",
  "synth.distinct_cells": 92,
  "die-area_mm2": 0.04255,
  "setup-violations-final": 0,
  "post_drt_via_cell_ratio": 5.193,
  "initial_antenna_violation_count": 1,
  "unclocked_regs": 39,
  "critPathLaunch": "u_mtm_Alu_deserializer.drdy",
  "maxCapViolations": 0,
  "clock_network_fraction_of_total_power_pct": 15.7,
  "cp.required_ns": 8.55,
  "power.share.sequential_pct": 23.8,
  "cpMaxStageDelayCell": "sky130_fd_sc_hd__buf_4",
  "cts_tree": "done",
  "holdBufCountCts": 0,
  "port_buffers": 3,
  "critical-path-max-stage-delay_ns": 0.71,
  "worstPathArrival_ns": 4.55,
  "grt_max_degree": 98,
  "vdd.ir_drop.worst_mv": 0.2982,
  "finalSetupTns_ns": 0,
  "routed-via-count": 10260,
  "intPower_w": 0.002427,
  "pwr_per_cell_area_mw_per_mm2": 354.0,
  "synth_top_flop_cell": "sky130_fd_sc_hd__dfrtp_1",
  "pre_cts_ws_ns": 4.022,
  "clock_tree.root_cell": "sky130_fd_sc_hd__clkbuf_16",
  "grt_setup_unrepaired": "false",
  "routedWlPerCell_um": 15.84,
  "ys_sh_aoi_pct": 22.86,
  "maximum_fanout_count_along_the_critical_path": 97,
  "dp.final_hpwl_um": 22520,
  "cts.reportedPaths.clkPinSlew_ns": 0.07,
  "yosys-stat-cells": 1478,
  "worst_r2r_path_depth": 11,
  "logic_depth_of_the_worst_setup_path_including_buffers": 11,
  "cp-end-kind": "flop",
  "post_placement_cell_count": 1942,
  "tightest_slew_ns": 0.8357,
  "p_total_w": 0.004807,
  "syn_area_per_cell_um2": 8.470,
  "timing.final.crit_period_ns": 4.192,
  "cell_area_reported_after_detailed_placement_mm2": 0.01301,
  "holdCritPathClass": "reg -> reg",
  "timing.rr.end": "u_mtm_Alu_deserializer.crc[3]",
  "routed_wl_um": 31290,
  "insertion_delay_ns": 0.43,
  "globalplace.congestion": 0.9029,
  "die_width_um": 206.3,
  "cts-buffers-inserted": 17,
  "global_route.overflow_total": 0,
  "cts_setup_buffers": 0,
  "synth-edff-count": 0,
  "path_common_cell": "sky130_fd_sc_hd__a21oi_1",
  "count_of_standard_cell_rows": 74,
  "power_frac_comb_pct": 60.5,
  "flow.area_growth_from_synthesis_pct": 8.466,
  "ctsResizeCount": 0,
  "power_switching_w": 0.002379,
  "core_area_mm2": 0.04102,
  "cts-root-to-sink-buffers": 2,
  "mux_area_share_pct": 4.568,
  "fin_area_mm2": 0.01358,
  "die_h_um": 206.3,
  "drcViolationCount": 4,
  "mi_logic_area_mm2": 0.007368,
  "syn_area_mm2": 0.01252,
  "nFillCells": 4113
}
==> per-layer routing <==
layer | share of wire (%) | global-route usage, % | routed length, um
met2 | 43 | 23.41 | 13380
met5 | 0 | 0 | 0
met4 | 1.7 | 2.390 | 528
met1 | 50 | 24.25 | 15730
met3 | 5.3 | 2.754 | 1655
==> sequential cells by signal, indices dropped and copies added (netlist names) <==
name and flops:
u_mtm_Alu_deserializer.out 72, u_mtm_Alu_serializer.data 39, u_mtm_Alu_core.C 32, u_mtm_Alu_core.CTL 7
u_mtm_Alu_deserializer.err_flags 7, u_mtm_Alu_deserializer.counter 4, u_mtm_Alu_deserializer.crc 4, u_mtm_Alu_deserializer.frame_counter 4
u_mtm_Alu_serializer.counter 4, u_mtm_Alu_serializer.set_counter 3, u_mtm_Alu_deserializer.drdy 1, u_mtm_Alu_serializer.out 1
==> cells by family after synthesis <==
logic type	after synthesis
xor+xnor	28
simple gates	475
mux	56
compound gates	442
buf+inv	186
flops	178
fa+ha+maj	113
==> power by group through the flow <==
stage         registers (W)  clock network [W]  logic, W
CTS                 0.00114           0.000769   0.00289
global route        0.00118           0.000797   0.00323
finish              0.00114           0.000752   0.00291
==> placed cells by master (no fill, tap or decap), types with 13 or more instances in the layout <==
cell type,instances
sky130_fd_sc_hd__nor2_1,118
sky130_fd_sc_hd__a21oi_1,86
sky130_fd_sc_hd__and2_1,15
sky130_fd_sc_hd__inv_1,99
sky130_fd_sc_hd__xnor2_1,19
sky130_fd_sc_hd__o211ai_1,13
sky130_fd_sc_hd__mux2i_1,47
sky130_fd_sc_hd__ha_1,111
sky130_fd_sc_hd__nand2b_1,17
sky130_fd_sc_hd__o21ai_0,160
sky130_fd_sc_hd__nor2b_1,27
sky130_fd_sc_hd__nand2_1,179
sky130_fd_sc_hd__a31oi_1,14
sky130_fd_sc_hd__a211oi_1,29
sky130_fd_sc_hd__buf_4,15
sky130_fd_sc_hd__dfrtp_1,175
sky130_fd_sc_hd__nand3_1,19
sky130_fd_sc_hd__nor3_1,29
sky130_fd_sc_hd__clkbuf_16,17
==> worst reg2reg max path, cell delays in order, from the launching register on <==
cell,delay (ns)
sky130_fd_sc_hd__dfrtp_2,0.61
sky130_fd_sc_hd__buf_4,0.71
sky130_fd_sc_hd__nand2b_1,0.28
sky130_fd_sc_hd__inv_1,0.08
sky130_fd_sc_hd__ha_1,0.19
sky130_fd_sc_hd__nand4bb_1,0.33
sky130_fd_sc_hd__nand3_4,0.56
sky130_fd_sc_hd__o21bai_1,0.49
sky130_fd_sc_hd__or3b_2,0.49
sky130_fd_sc_hd__a21oi_1,0.15
sky130_fd_sc_hd__a21oi_1,0.06
sky130_fd_sc_hd__o22ai_1,0.14
==> Yosys cell counts, drive strengths merged, types with 4 or more instances <==
library cell,n,area (um2)
nor3b,6,45.04
nor3,29,145.1
dfrtp,177,4429
o22ai,7,43.79
nor2b,31,203.9
or3,10,63.81
or4,5,41.29
buf,14,68.81
mux2i,47,470.5
o21ai,165,837.1
mux2,9,101.4
a31oi,14,87.58
xnor2,19,166.4
nand3b,4,30.03
a21oi,86,430.4
xor2,9,78.83
o31a,5,43.79
and2,16,101.4
a2111oi,4,72.57
a221oi,4,35.03
nand2b,17,106.4
nand4,7,43.79
o41ai,5,43.79
nand3,20,100.1
o211ai,14,118.9
a21o,12,91.34
or2,6,37.54
clkbuf,72,281.5
nor2,120,457.9
and3,7,43.79
ha,111,1389
o21bai,7,52.55
o221ai,5,43.79
o31ai,10,75.07
a31o,4,35.04
a211o,7,62.56
nor4,8,50.05
a21boi,5,37.54
o21a,10,75.07
inv,99,371.6
a211oi,30,230.2
nand2,179,671.9
a22oi,10,75.07
==> through the flow <==
stage | util (%) | hold slack (ns)
after detailed placement | 31.71 | 0.4952
after CTS | 33.10 | 0.5107
after global placement | 31.71 | 0.4846
after global routing | 33.10 | 0.5400
after floorplan | - | 0.4750
final | 33.10 | 0.5067
==> cell type report <==
| class | instances | area share (%) |
|---|---|---|
| Clock inverter | 15 | 1.069 |
| Multi-Input combinational cell | 1114 | 54.27 |
| Antenna cell | 1 | 0.01843 |
| Clock buffer | 17 | 3.133 |
| Timing Repair Buffer | 18 | 1.060 |
| Inverter | 100 | 2.764 |
| Sequential cell | 178 | 32.79 |
| Tap cell | 532 | 4.902 |
==> how the worst min path moves through the flow <==
stage	startpoint	end	slack [ns]	depth (start not counted)
final	u_mtm_Alu_deserializer.out[7]	u_mtm_Alu_deserializer.out[7]	0.51	1
after CTS	u_mtm_Alu_deserializer.out[7]	u_mtm_Alu_deserializer.out[7]	0.51	1
after global routing	u_mtm_Alu_deserializer.out[53]	u_mtm_Alu_deserializer.out[53]	0.54	2
Power and IR drop assume default switching activity.
